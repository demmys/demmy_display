--- flow/run.sh ---
#!/bin/bash
# OpenROAD 26Q1-2900-gdf79404cd8, Yosys 0.63+post, stock flow scripts
make -C /OpenROAD-flow-scripts/flow DESIGN_CONFIG=/design/flow/config.mk WORK_HOME=/design/flow/orfs finish
--- flow/config.mk ---
export PLATFORM = sky130hd
export DESIGN_NAME = demmy_disp
export DESIGN_NICKNAME = demmy_disp
export VERILOG_FILES = /design/flow/design.v
export SDC_FILE = /design/flow/constraint.sdc
export NUM_CORES = 4
export LEC_CHECK = 1
export CORE_UTILIZATION = 30
--- flow/constraint.sdc ---
current_design demmy_disp

set clk_period 6.2
set clk_io_pct 0.2

create_clock -name clk0 -period $clk_period [get_ports {CLOCK_50MHZ}]

set non_clock_inputs [all_inputs -no_clocks]
set_input_delay [expr $clk_period * $clk_io_pct] -clock clk0 $non_clock_inputs
set_output_delay [expr $clk_period * $clk_io_pct] -clock clk0 [all_outputs]
--- flow/design.v ---
`timescale 1ns / 1ps
module demmy_disp # (
    parameter TRUE = 1'b1,
    parameter FALSE = 1'b0,
    parameter SENTENCE_LENGTH = 6'd14,
    parameter [SENTENCE_LENGTH*8-1:0] SENTENCE = "Demmy's desk!!",
    parameter CHAR_WRITE_STATE = 8'h09,
    parameter DISPLAY_SHIFT_STATE = 8'h0a,
    parameter STOP_AND_SHOW_STATE = 8'h0b,
    parameter NO_WAIT = 32'd1,
    parameter FPGA_CONFIG_WAIT = 32'd750000,
    parameter LCD_COMMAND_WAIT = 32'd12,
    parameter LCD_CONFIG_WAIT = 32'd2000,
    parameter ENABLE_8BIT_WAIT_1 = 32'd205000 - LCD_CONFIG_WAIT,
    parameter ENABLE_8BIT_WAIT_2 = 32'd5000 - LCD_CONFIG_WAIT,
    parameter LCD_PREPARE_WAIT = 32'd82000,
    parameter STOP_AND_SHOW_WAIT = 32'd25000000,
    parameter ENABLE_8BIT_CMD = 8'h38,
    parameter FUNCTION_SET_CMD = 8'h38,
    parameter ENTRY_MODE_CMD = 8'h07,
    parameter DISPLAY_CONTROL_CMD = 8'h0c,
    parameter DISPLAY_CLEAR_CMD = 8'h01,
    parameter SET_DD_RAM_ADDRESS = 8'h80,
    parameter CURSOR_AND_DISPLAY_SHIFT = 8'h18
) (
    input CLOCK_50MHZ,
    input BUTTON_SOUTH,
    output [7:0] LCD_DATA_BIT,
    output LCD_ENABLE,
    output LCD_REGISTER_SELECT,
    output LCD_READ_WRITE
);
reg [7:0] lcd_db;
assign LCD_DATA_BIT = lcd_db;
reg lcd_e;
assign LCD_ENABLE = lcd_e;
reg lcd_rs;
assign LCD_REGISTER_SELECT = lcd_rs;
reg lcd_rw;
assign LCD_READ_WRITE = lcd_rw;
reg [7:0] state;
reg [1:0] process;
reg [5:0] char_index;
reg [31:0] clock_count;
reg [31:0] wait_time;
function [7:0] state_transition;
    input [7:0] state;
    begin
        case (state)
            CHAR_WRITE_STATE: begin
                if (char_index == SENTENCE_LENGTH - 1)
                    state_transition = DISPLAY_SHIFT_STATE;
                else
                    state_transition = state;
            end
            DISPLAY_SHIFT_STATE:
                state_transition = STOP_AND_SHOW_STATE;
            STOP_AND_SHOW_STATE:
                state_transition = DISPLAY_SHIFT_STATE;
            default:
                state_transition = state + 8'b1;
        endcase
    end
endfunction
function [7:0] get_char;
    input [3:0] char_pointer;
    begin
        if (char_pointer < 0)
            get_char = 8'h00;
        else
            get_char = SENTENCE >> (char_pointer * 8);
    end
endfunction
always @(posedge CLOCK_50MHZ or posedge BUTTON_SOUTH) begin
    if (BUTTON_SOUTH == TRUE) begin
        state <= 8'b0;
        process <= 2'b0;
        char_index <= 6'd0;
        clock_count <= 32'b0;
        lcd_e <= FALSE;
        lcd_rw <= FALSE;
    end else begin
        case (process)
            2'b01: begin
                lcd_e <= TRUE;
                process <= 2'b10;
                clock_count <= 32'b0;
            end
            2'b10: begin
                if (clock_count == LCD_COMMAND_WAIT) begin
                    lcd_e <= FALSE;
                    process <= 2'b11;
                    clock_count <= 32'b0;
                end else clock_count <= clock_count + 32'b1;
            end
            2'b11: begin
                if (clock_count == LCD_CONFIG_WAIT) begin
                    lcd_e <= FALSE;
                    process <= 2'b00;
                    clock_count <= 32'b0;
                end else clock_count <= clock_count + 32'b1;
            end
            default: begin
                if (wait_time > 0 && clock_count == wait_time) begin
                    state <= state_transition(state);
                    lcd_e <= FALSE;
                    process <= state == STOP_AND_SHOW_STATE ? 2'b00 : 2'b01;
                    char_index <= state == CHAR_WRITE_STATE ? char_index + 6'd01 : 3'd0;
                    clock_count <= 32'b0;
                end else clock_count <= clock_count + 32'b1;
            end
        endcase
    end
end
always @(state) begin
    case (state)
        8'h00: begin
            lcd_rs <= FALSE;
            lcd_db <= 8'b0;
            wait_time <= FPGA_CONFIG_WAIT;
        end
        8'h01: begin
            lcd_rs <= FALSE;
            lcd_db <= ENABLE_8BIT_CMD;
            wait_time <= ENABLE_8BIT_WAIT_1;
        end
        8'h02: begin
            lcd_rs <= FALSE;
            lcd_db <= ENABLE_8BIT_CMD;
            wait_time <= ENABLE_8BIT_WAIT_2;
        end
        8'h03: begin
            lcd_rs <= FALSE;
            lcd_db <= ENABLE_8BIT_CMD;
            wait_time <= NO_WAIT;
        end
        8'h04: begin
            lcd_rs <= FALSE;
            lcd_db <= FUNCTION_SET_CMD;
            wait_time <= NO_WAIT;
        end
        8'h05: begin
            lcd_rs <= FALSE;
            lcd_db <= ENTRY_MODE_CMD;
            wait_time <= NO_WAIT;
        end
        8'h06: begin
            lcd_rs <= FALSE;
            lcd_db <= DISPLAY_CONTROL_CMD;
            wait_time <= NO_WAIT;
        end
        8'h07: begin
            lcd_rs <= FALSE;
            lcd_db <= DISPLAY_CLEAR_CMD;
            wait_time <= LCD_PREPARE_WAIT;
        end
        8'h08: begin
            lcd_rs <= FALSE;
            lcd_db <= SET_DD_RAM_ADDRESS | 8'h00;
            wait_time <= NO_WAIT;
        end
        CHAR_WRITE_STATE: begin
            lcd_rs <= TRUE;
            lcd_db <= get_char(SENTENCE_LENGTH - char_index - 6'd1); 
            wait_time <= NO_WAIT;
        end
        DISPLAY_SHIFT_STATE: begin
            lcd_rs <= FALSE;
            lcd_db <= CURSOR_AND_DISPLAY_SHIFT;
            wait_time <= NO_WAIT;
        end
        default: begin
            lcd_rs <= FALSE;
            lcd_db <= 8'hxx;
            wait_time <= STOP_AND_SHOW_WAIT;
        end
    endcase
end
endmodule
==> Changelog: implementation <==
### Physical design

- Leak Pwr: 0.001650 µW
- Area growth, synth to finish: 10.69%
- Row cnt: 39
- Placed cell count: 549
- Hold Buf Count CTS: 0
- Fraction of layout cells with a size suffix above 1: around 6.5%
- H-Tree Depth: 2
- Post-Synthesis Mean Instance Area: 8.435 µm²
- Initial DRT Pass Iterations: 4
- Unique cell types: 57
- WP data arrival: 3.06 ns
- Setup crit end kind: output pin
- IO Count: 13
- Reg2Reg Launch Point: state[5]$_DFFE_PP0P_
- Dpl ws: 2.216 ns
- Max-cap violation count: 0
- Minimum clock period: 4.301 ns
- Die Y: roughly 110 µm
- Post-layout instance area: 3940 µm²
- Clock tree buffer depth: 2
- Port buffer count: 11
- Fin. Hold Viols: 0
- Worst Path Required: 4.96 ns
- Ys cells: 422
- Late-Pin Clk Latency: 0.29 ns
- Worst relative slew slack: 45.90%
- HP Class: reg2reg
- DP HPWL: 5.625 mm
- Setup TNS: 0 ns
- Min-Delay Startpoint: lcd_e$_DFFE_PP0P_
- Register area: 1277 µm²
- RSZ-0062 raised after global routing: false
- Critical Path Start: state[5]$_DFFE_PP0P_
- Routed wire length: just under 8 mm
- Routed vias/inst: 5.391
- ANT nets after route: 0
- EDFF count, synth: 0
- Critical path class: reg2out
- Largest net degree at the start of global routing: 52
- DR DRC count: 0
- Number of OpenROAD warnings: 34
- Ys flops: 51
- Post-DR wirelength/cell: 14.28 µm
- Setup bufs post-CTS: 0
- Outcome: finished, final reports clean
- Setup slack after layout: 1.899 ns
- Clock Sinks: 51
- Post-Syn Area: 3560 µm²
- Clk_skew: ~0.0079 ns
- 1st-iter DRT viols: 186
- Crit Path Max Fanout: 14
- PD cells: 175.7 nW/µm²
- Cts repair resizes: 0
- Num CTS Buffers: 5
- Clock slew at reported path FFs: 0.07 ns
- Core Area: 11470 µm²
- Post-Synthesis Cells: roughly 420
- N_diodes: 0
- Logic area: 2098 µm²
- Initial antenna violation count: 0
- Async SR Flop Fraction: about 100%
- Register share after synthesis: 35.89%
- RePlAce Congestion: ~0.83
- Fp_density: 31.04%
- Die X: 110.9 µm
- First-pass GRT wire length: 14.00 mm
- Chip Area, Yosys: approximately 3600 µm²
- DR vias: 3003
- Yosys Warn Count: 1
- CTS tree: done
- Congestion Overflow GR: 0
- Startpoint Class: register
- Final setup viols: 0
- Max frequency: roughly 230 MHz
- DIE AREA: 12310 µm²
- VDD IR-drop max: 0.1130 mV
- Worst-Margin Slew: a little over 0.8 ns
- Gr usage total: 13.79%
- CTS root buf: clkbuf_16
- Slew Limit Fails: 0
- Vias in the first global route: 2823
- Post-synth top flop: dfrtp_1
- Finished Layout Cells: 557
- Layout fillers: 1147
- Period utilization: 69.38%
- Post-DP Area: 3751 µm²
[layout make-up]
| type | count | area share (%) |
|---|---|---|
| Multi-Input combinational cell | 325 | 53.25 |
| Sequential cell | 51 | 32.42 |
| Tap cell | 143 | 4.541 |
| Timing Repair Buffer | 15 | 3.557 |
| Clock buffer | 6 | 3.271 |
| Clock inverter | 2 | 1.524 |
| Inverter | 15 | 1.429 |
[cell families (layout without fill, tap and decap cells)]
kind of cell / count (synthesis) / after routing / share of synthesized area, %
other: 1 / 1 / 0.1053
xor gates and xnor gates: 33 / 33 / 8.120
DFF: 51 / 51 / 35.89
muxes: 8 / 8 / 2.355
buffers and inverters: 46 / 38 / 5.167
adders and majority gates: 13 / 13 / 4.570
AOI/OAI and AO/OA: 69 / 69 / 12.80
and+or+nand+nor: 201 / 201 / 31.00
[state kept, by name, indices dropped and copies added (netlist names)]
name         count
lcd_e            1
process          4
state            8
clock_count     32
char_index       6
[report_power, final]
| group | switching (µW) | leakage (µW) | internal [µW] | total, µW |
|---|---|---|---|---|
| Clock | 121 | 0.0000911 | 232 | 352 |
| Combinational | 6.49 | 0.000859 | 1.03 | 7.52 |
| Sequential | 0 | 0.000699 | 333 | 333 |
[Yosys cell counts, types with 16 or more instances]
library cell	number	area, µm²
nand4_1	16	100.1
o21ai_0	18	90.09
nor3_1	30	150.1
and3_1	20	125.1
xor2_1	18	157.7
nand2_1	29	108.9
nor2_1	32	120.1
clkbuf_1	21	78.83
dfrtp_1	50	1251
a21oi_1	16	80.08
nand3_1	19	95.09
[final timing paths]
path	to	slack [ns]	depth (start not counted)
max	LCD_DATA_BIT[3]	1.90	5
min	lcd_e$_DFFE_PP0P_	0.54	1
max reg2reg	state[7]$_DFFE_PP0P_	2.44	7
min reg2reg	lcd_e$_DFFE_PP0P_	0.54	1
max in group asynchronous	process[3]$_DFF_PP0_	4.32	3
min in group asynchronous	clock_count[22]$_DFF_PP0_	1.45	3
[critical path, stage by stage, from the launching register on]
cell and delay, ns:
dfrtp_1 0.44, or4_1 0.79, nor2_1 0.32, nand2_1 0.29
o311ai_0 0.40, clkdlybuf4s50_1 0.52
[per-layer routing]
metal  share of wire (%)  global-route usage, %  up-vias
li1                    -                      -     1509
met1                  49                  21.23     1436
met2                  47                  21.90       52
met3                 3.2                  1.784        6
met4                 1.0                  1.333        0
met5                   0                      0        -
[per-stage QoR]
stage	utilization, %	total power, µW	hold WS [ns]
5_1_grt	34.36	717.4	0.5651
3_5_place_dp	32.71	347.2	0.5161
3_3_place_gp	32.71	347.1	0.5131
2_1_floorplan	-	344.3	0.4661
6_report	34.36	692.3	0.5381
4_1_cts	34.36	702.2	0.5394
[layout by cell type (no fill, tap or decap), types with 7 or more instances in the layout]
cell type,netlist,final
nor4_1,9,9
nand4_1,16,16
a21oi_1,16,16
nand2_1,29,29
ha_1,13,13
a31oi_1,7,7
clkdlybuf4s50_1,0,11
dfrtp_1,50,50
and3_1,20,20
xnor2_1,15,15
inv_1,15,14
or3_1,10,10
o21ai_0,18,18
xor2_1,18,18
and4_1,8,8
nor2_1,32,32
nor3_1,30,30
nand3_1,19,19
No activity file was given, so power comes from the tool's default toggle rates.
